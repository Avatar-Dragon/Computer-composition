==> flow/run.sh <==
#!/bin/bash
# OpenROAD 26Q1-2900-gdf79404cd8, Yosys 0.63+post, stock flow scripts
make -C /OpenROAD-flow-scripts/flow DESIGN_CONFIG=/design/flow/config.mk WORK_HOME=/design/flow/orfs finish
==> flow/constraint.sdc <==
current_design DataSelect

set clk_period 1.0
set clk_io_pct 0.2

create_clock -name clk0 -period $clk_period

set non_clock_inputs [all_inputs -no_clocks]
set_input_delay [expr $clk_period * $clk_io_pct] -clock clk0 $non_clock_inputs
set_output_delay [expr $clk_period * $clk_io_pct] -clock clk0 [all_outputs]
==> flow/design.v <==
`timescale 1ns / 1ps
module DataSelect(result, Sign, A, B
    );
	 input Sign;
	 input [31:0] A, B;
	 output reg [31:0] result;
	 always @ (A or B or Sign) begin
	        if (Sign == 0) result = A;
	        else result = B;
	 end
endmodule
==> flow/config.mk <==
export PLATFORM = sky130hd
export DESIGN_NAME = DataSelect
export DESIGN_NICKNAME = DataSelect
export VERILOG_FILES = /design/flow/design.v
export SDC_FILE = /design/flow/constraint.sdc
export NUM_CORES = 4
export LEC_CHECK = 1
export CORE_AREA = 10 10 70 70
export DIE_AREA = 0 0 80 80
==> flow_summary.json <==
{
  "cp_top_family": "buffers and inverters",
  "slowest_delay_ps": 300,
  "violations": "setup timing",
  "cp-end-kind": "output pin",
  "tightest_slew_ps": 99.2,
  "grtUsageMet3_pct": 2.50,
  "ff_latch_area_um2": 0,
  "first_iter_violations": 3,
  "internal-power_w": 0.000478,
  "critPathBufInv": 3,
  "grt_pass1_vias": 811,
  "warnings": 34,
  "ys_chip_area_um2": 544,
  "dr.pass1.iters": 2,
  "drt-wirelength-per-cell_um": 16.1,
  "status": "complete, but fails checks",
  "min_period_over_period_pct": 110,
  "grt_antenna_before_repair": 0,
  "antenna_left": 0,
  "track_usage_pct": 8.29,
  "path_cells": "buf_16 > clkbuf_16 > mux2_4 > buf_6",
  "worstHoldStart": "A[25]",
  "critical_path_class": "input port to output pin",
  "p_leak_nw": 0.852,
  "p_sw_w": 0.000138,
  "use_met1_pct": 10.5,
  "portBuffers": 97,
  "final_cell_count_no_fill": 181,
  "coreArea_mm2": 0.00342,
  "dp.cells": 177,
  "antennaDiodeCount": 0,
  "worstSetupStartpoint": "Sign",
  "rows": 21,
  "die_w_um": 80,
  "power_frac_clock_pct": 0,
  "yosysCellCount": 36,
  "hpwl_um": 2410,
  "avgViaCountPerCell": 3.98,
  "design_area_mm2": 0.00157,
  "setup_viol": 32,
  "maxCapViolations": 0,
  "synth_area_um2": 544,
  "hold_path.class": "input port to output pin",
  "gp_congestion": 0.760,
  "drive_above_1_share_pct": 52.6,
  "route.vias.total": 720,
  "synthCells": 36,
  "fillCellCount": 335,
  "power_density_mw_per_mm2": 394,
  "combPwrFrac_pct": 100.0,
  "grt.overflow.total": 0,
  "avgSynthCellArea_um2": 15.1,
  "rsz0062_at_grt": "yes",
  "place_area_mm2": 0.00154,
  "grt_pass1_wl_um": 4310,
  "hold_violations": 0,
  "ys_seq_share_pct": 0,
  "route.detailed.drc": 0,
  "seq_cells": 0,
  "drv_slew": 0,
  "syn_to_final_growth_pct": 188,
  "yosysUniqueCellTypes": 4,
  "switching_share_pct": 22.5,
  "grtUsageMet2_pct": 13.9,
  "cp_max_fo": 6,
  "num_io_pins": 97,
  "relSlewSlack_pct": 93.4,
  "clock_buffers": 0,
  "floorplan.core_util_pct": 15.9,
  "critPathLaunchType": "input port",
  "pwr-share-seq_pct": 0,
  "dieArea_mm2": 0.00640,
  "grt.busiest_layer": "met2",
  "arrival_ps": 900,
  "fin_setup_tns_ps": -2640,
  "grt_max_degree": 10,
  "cp.required_ps": 800,
  "synth.yosys.warnings": 1,
  "worst_path_max_delay_cell": "mux2_4",
  "worst_slack_ps": -101,
  "die_h_um": 80,
  "fmax_ghz": 0.908,
  "vdd_drop_max_uv": 185,
  "fin_crit_ps": 1100,
  "wl_um": 2920
}
cell usage after synthesis (all sizes together):
cell type	number	area [µm²]
mux2	32	473
buf	4	71.3
final cells by class:
type	instances	area (µm²)	share of cell area, %
Timing Repair Buffer	103	1030	65.6
Multi-Input combinational cell	32	480	30.7
Tap cell	46	57.6	3.68
placed cells by master, fill, tap and decap left out:
| cell | count |
|---|---|
| dlygate4sd2_1 | 64 |
| buf_16 | 4 |
| buf_2 | 11 |
| buf_6 | 21 |
| buf_12 | 2 |
| clkbuf_16 | 1 |
| mux2_4 | 32 |
metrics by stage:
stage / power, W / setup slack, ps / hold WS (ps) / util, %
after global placement: 0.000654 / -492 / 1330 / 45.0
after floorplan: 0.000206 / 66.9 / 498 / -
after CTS: 0.000593 / -91.8 / 800 / 44.0
after detailed placement: 0.000656 / -496 / 1330 / 45.0
after global routing: 0.000662 / -110 / 807 / 45.8
final: 0.000616 / -101 / 794 / 45.8
worst paths after layout:
path / endpoint / slack [ps] / depth (start not counted)
max: result[26] / -100 / 4
min: result[25] / 790 / 3
power groups by stage:
stage                 combinational, W  clock, W  sequential [W]
final                         0.000616         0               0
after global routing          0.000662         0               0
after CTS                     0.000593         0               0
cell families (layout without fill, tap and decap cells):
family | after synthesis | count (layout) | share of synthesized area [%]
multiplexers | 32 | 32 | 86.9
buffers and inverters | 4 | 103 | 13.1
per-layer routing:
metal	vias up	part of all wire (%)
li1	342	-
met4	0	0.72
met3	2	9.5
met1	323	41
met2	53	49
met5	-	0
repair_timing:
action | 4_1_cts | 5_1_grt
hold buffers | 0 | 0
gates resized | 186 | 6
pin swaps | 0 | 0
gates cloned | 3 | 1
setup buffers | 0 | 0
endpoints found under the setup margin | 32 | 32
Power figures rest on the tool's default switching activity, not on a simulated workload.
