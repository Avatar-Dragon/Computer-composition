`./design.v`:
```
`timescale 1ns / 1ps
module Add(result, A, B
    );
	 input [31:0] A, B;
	 output reg [31:0] result;
	 always @ (A or B) begin
	        result = A + B;
	 end
endmodule
```
`./run.sh`:
```
#!/bin/bash
# OpenROAD 26Q1-2900-gdf79404cd8, Yosys 0.63+post, stock flow scripts
make -C /OpenROAD-flow-scripts/flow DESIGN_CONFIG=/design/flow/config.mk WORK_HOME=/design/flow/orfs finish
```
`./config.mk`:
```
export PLATFORM = sky130hd
export DESIGN_NAME = Add
export DESIGN_NICKNAME = Add
export VERILOG_FILES = /design/flow/design.v
export SDC_FILE = /design/flow/constraint.sdc
export NUM_CORES = 4
export LEC_CHECK = 1
export CORE_AREA = 10 10 107 107
export DIE_AREA = 0 0 117 117
```
`./constraint.sdc`:
```
current_design Add

set clk_period 14.5
set clk_io_pct 0.2

create_clock -name clk0 -period $clk_period

set non_clock_inputs [all_inputs -no_clocks]
set_input_delay [expr $clk_period * $clk_io_pct] -clock clk0 $non_clock_inputs
set_output_delay [expr $clk_period * $clk_io_pct] -clock clk0 [all_outputs]
```
==> Changelog: implementation <==
## Implementation

- Run status: completed
- Yosys cell types: around 50
- Post-CTS Hold Buffers: 0
- Gr usage total: 8.60%
- Crit path DAT: a little under 6 ns
- Hold path depth: 3
- 1st-iter DRT viols: 80
- # clk buffers: 0
- # Post-CTS Setup Buffers: 0
- Drc violations: 0
- Floorplan Utilization: between 10% and 20%
- Power Dens Cells: ~48 nW/um2
- Hold EP: result[0]
- First-pass GRT wire length: around 9800 um
- DP Wirelength: 5550 um
- Gpl congestion: 0.828
- Dpl ws: approximately 5.7 ns
- Max Cap Viol: 0
- Core area: between 9000 and 10000 um2
- Fin. max-slew vios: 0
- Vias: around 2100
- Initial antenna violation count: 0
- Register area: 0 um2
- Max Freq: around 110 MHz
- N_diodes: 0
- Gate power share: roughly 100%
- Mean Syn Cell Area: 7.24 um2
- Area leader share: roughly 22%
- HP Class: input pin to output port
- Post_cts resized: 0
- Worst-Margin Slew: approximately 0.56 ns
- Cell area leaders: ha_1 (22%), a21oi_1 (8.3%), a21o_1 (8.2%)
- Critical path type: input pin to output port
- Leakage: about 1.2 nW
- Post-synthesis cell area: 1740 um2
- Synth Seq Share: 0%
- Chip Height: between 100 and 150 um
- P_int: 0.0804 mW
- Clock power frac: 0%
- Sw Pwr: between 0.05 and 0.06 mW
- Die W: roughly 120 um
- Yosys stat cell total: between 200 and 250
- Post-route cell area: around 2800 um2
- Post-Place Cell Area: 2800 um2
- Seq_cells: 0
- Post-Synthesis Cells: about 240
- Num ports: between 90 and 100
- Final hold vios: 0
- Max Fanout on Critical Path: 4
- Area leader, netlist: ha_1
- Final Worst Setup Slack: about 5.7 ns
- Final min period: 8.80 ns
- Final Cycle Share: approximately 61%
- Slowest stage cell, crit path: clkdlybuf4s50_1
- Total grt overflow: 0
- Vias in the first global route: slightly above 2000
- FP Rows: 35
- Slew HR: 61.8%
- Sequential power share: 0%
- Number of port buffers: roughly 96
- Logic area: roughly 1700 um2
- Most frequent CP cell: clkdlybuf4s50_1
- RSZ-0062 raised after global routing: false
- Final core occ: between 30 and 40%
- Maximum resistive drop on vdd: 0.0231 mV
- Via/cell ratio: roughly 4.8
- Setup crit start kind: input pin
- WL/cell: approximately 14 um
- Log Warnings: 32
- Chip Area, Yosys: around 1700 um2
- Worst Hold Launch: B[0]
- Pin count of the biggest net entering global routing: 11
- Ys Warns: 1
- WL final: around 6300 um
- Die area: roughly 14000 um2
- Critical-path cell list: clkdlybuf4s50_1, ha_1, fa_1, a21o_1, a31o_2, nand3_1, o221ai_1, a311oi_1, o21bai_1, xor2_1, clkdlybuf4s50_1
- Finish-stage setup viols: 0
- Sw Ratio: approximately two fifths
- Crit. End Element: output port
- Worst endpoint required time: roughly 12 ns
- Setup tns final: 0 ns
- Routed Antenna Nets: 0
- Fillers: around 980
- DRT Pass-1 Iters: 4
- Largest stage delay on the critical path: roughly 0.5 ns
- Layout cells sized above 1: between 3 and 4%
- Synth-to-Final Area Change: 60.5%
==> routing by layer <==
layer / vias up / part of all wire (%) / global-route usage, %
li1: 1091 / - / -
met1: 954 / 44 / 10.8
met2: 56 / 45 / 14.7
met3: 0 / 11 / 3.20
met4: 0 / 0 / 0
met5: - / 0 / 0
==> layout by cell type, fill, tap and decap left out, types with 2 or more instances in the layout <==
cell type / netlist / routed
o221ai_1: 2 / 2
o311ai_1: 2 / 2
o211ai_1: 3 / 3
nor2_1: 12 / 12
a31oi_1: 3 / 3
nand2_1: 18 / 18
nand2b_1: 2 / 2
inv_1: 6 / 6
a311oi_1: 2 / 2
mux2i_1: 2 / 2
a21oi_1: 29 / 29
nand4_1: 8 / 8
nor3_1: 4 / 4
clkdlybuf4s50_1: 0 / 96
o21ai_0: 13 / 13
a21o_1: 19 / 19
xor2_1: 15 / 15
xnor2_1: 13 / 13
nand3_1: 10 / 10
ha_1: 31 / 31
or2_2: 3 / 3
o21bai_1: 4 / 4
o21a_1: 2 / 2
a211oi_1: 3 / 3
==> worst max-delay path, delay by kind of cell <==
kind,cells,cell delay [ns]
buffers and inverters,2,0.91
xor gates and xnor gates,1,0.13
AOI/OAI and AO/OA,5,1.23
adders and majority gates,2,0.64
and+or+nand+nor,1,0.09
==> stage by stage <==
| step | power (mW) | hold slack (ns) | instances |
|---|---|---|---|
| detailed placement | 0.136 | 6.84 | 437 |
| CTS | 0.137 | 6.84 | 437 |
| finish | 0.135 | 6.83 | 437 |
| global placement | 0.137 | 6.83 | 437 |
| global route | 0.150 | 6.87 | 437 |
| floorplan | 0.0641 | 5.87 | 241 |
==> cells in the mapped netlist (all sizes together), types with 2 or more instances <==
library cell / n
inv: 6
a21o: 19
or2: 3
o311ai: 2
a21oi: 29
buf: 3
o21a: 2
xnor2: 13
o21ai: 15
nor2: 12
nor3: 4
o221ai: 2
o21bai: 5
nand3: 10
o211ai: 3
a311oi: 3
clkbuf: 8
a31oi: 3
mux2i: 2
nand4: 8
xor2: 15
ha: 31
a211oi: 3
nand2: 18
nand2b: 2
==> power groups by stage <==
stage / clock [mW] / combinational [mW] / sequential (mW)
after CTS: 0 / 0.137 / 0
after global routing: 0 / 0.150 / 0
final: 0 / 0.135 / 0
==> worst max path at each step <==
stage,cells after the start,slack [ns],startpoint,end
4_1_cts,11,5.69,A[0],result[26]
6_report,11,5.70,A[0],result[26]
5_1_grt,11,5.51,B[0],result[26]
==> area by class of cell <==
type	instances	share of cell area, %
Inverter	6	0.804
Timing Repair Buffer	96	34.3
Multi-Input combinational cell	224	59.9
Tap cell	111	4.96
==> logic make-up after synthesis <==
family / after synthesis / share of synthesized area (%)
compound gates: 97 / 39.3
xor+xnor: 28 / 14.1
fa+ha+maj: 32 / 23.4
buf+inv: 17 / 3.80
mux: 2 / 1.15
simple gates: 65 / 18.3
No activity file was given, so power comes from the tool's default toggle rates.
